<file path="design/flow/run.sh">
#!/bin/bash
# OpenROAD 26Q1-2900-gdf79404cd8, Yosys 0.63+post, stock flow scripts
make -C /OpenROAD-flow-scripts/flow DESIGN_CONFIG=/design/flow/config.mk WORK_HOME=/design/flow/orfs finish
</file>
<file path="design/flow/config.mk">
export PLATFORM = sky130hd
export DESIGN_NAME = processor
export DESIGN_NICKNAME = processor
export VERILOG_FILES = /design/flow/design.v
export SDC_FILE = /design/flow/constraint.sdc
export NUM_CORES = 4
export LEC_CHECK = 1
export CORE_UTILIZATION = 40
</file>
<file path="design/flow/constraint.sdc">
current_design processor

set clk_period 13.9
set clk_io_pct 0.2

create_clock -name clk0 -period $clk_period [get_ports {clk}]

set non_clock_inputs [all_inputs -no_clocks]
set_input_delay [expr $clk_period * $clk_io_pct] -clock clk0 $non_clock_inputs
set_output_delay [expr $clk_period * $clk_io_pct] -clock clk0 [all_outputs]
</file>
<file path="design/flow/design.v">
module processor( input         clk, reset,
                  output [31:0] PC,
                  input  [31:0] instruction,
                  output        WE,
                  output [31:0] address_to_mem,
                  output [31:0] data_to_mem,
                  input  [31:0] data_from_mem
                );
	wire [4:0]  Rs;
	wire [4:0]  Rt;
	wire [4:0]  Rd;
	wire [5:0]  Opcode;
	wire [5:0]  Funct;
	wire [4:0]  Shamt;
	wire [15:0] Immediate;
	wire [31:0] SignImm;
	wire [3:0] ALUControl;
	wire RegWrite, RegDst, ALUSrc, Branch, MemWrite, MemToReg, Jal, Jr;
	wire[4:0]  A1Input, A2Input, A3Input;
	wire[31:0] WD3Input;
	wire[31:0] RD1Wire, RD2Wire;
	wire[4:0]  WriteReg;
	wire[31:0] SrcA, SrcB, ALUOut;
	wire Zero;
	wire[31:0] inputPC, outputPC, PCPlus4, PCBranch, PCJal, PCJr;
	wire beqWire;
	wire[31:0] Result;
	assign Opcode =    instruction[31:26];
	assign Rs =        instruction[25:21];
	assign Rt =        instruction[20:16];
	assign Rd =        instruction[15:11];
	assign Shamt =     instruction[10:6];
	assign Funct =     instruction[5:0];
	assign Immediate = instruction[15:0];
	Extend16_32 myExtend(Immediate, SignImm);
	ControlUnit myControlUnit(Opcode, Funct, Shamt,
		                        ALUControl,
		                        RegWrite, RegDst, ALUSrc, Branch, MemWrite, MemToReg, Jal, Jr);
	assign A1Input = Rs;
	assign A2Input = Rt;
	Multx5b_2in MLTXJal_RegisterA3(5'b11111, WriteReg, Jal, A3Input);  
	Multx5b_2in MLTXRegDst_RtOrRd(Rd, Rt, RegDst, WriteReg);     
	Multx32b_2in MLTXJal_RegisterWD3(PCPlus4, Result, Jal, WD3Input);  
	Register32_Array myRegArray (RegWrite, clk, A1Input, A2Input, A3Input,
		                           WD3Input,
		                           RD1Wire, RD2Wire);
	assign SrcA = RD1Wire;
	Multx32b_2in MLTXAluSrc_ALU(SignImm, RD2Wire, ALUSrc, SrcB);
	ALU2 myAlu (SrcA, SrcB, ALUControl,
		          Zero, ALUOut);	
	Multx32b_2in MLTXMemToReg_CPUResult(data_from_mem, ALUOut, MemToReg, Result);
	assign PCPlus4 = outputPC + 4;
	assign PCBranch = (SignImm << 2) + (PCPlus4);
	assign PCJr = RD1Wire;
	assign PCJal = { PCPlus4[31:28], instruction[25:0], 2'b00 };
	assign beqWire = (Branch & Zero);	
	PCMutex myPCMultx(PCJr, PCJal, PCBranch, PCPlus4,
                    Jr, Jal, beqWire,
                    inputPC);
	Register32_reset myPC(inputPC, clk, reset, outputPC);
	assign PC = outputPC;
	assign WE =             MemWrite;
	assign data_to_mem =    RD2Wire;
	assign address_to_mem = ALUOut;
endmodule
module Multx5b_2in(input[4:0] a, b, input s, output[4:0] out);
	assign out = s==1 ? a : b;
endmodule
module Multx32b_2in(input[31:0] a, b, input s, output[31:0] out);
	assign out = s==1 ? a : b;
endmodule
module Comparator(input [31:0] ina, inb, output out);
	assign out = ina==inb;
endmodule
module Extend16_32(input [15:0] in, output [31:0] out);
	assign out = {{16{in[15]}},in[15:0]};
endmodule
module Register32(input[31:0] in,  input clk, output reg [31:0] out);
	always @(posedge clk) begin 
	    out = in;
	end
endmodule
module Register32_reset( input[31:0] in,
	                     input clk, reset,
	                     output reg [31:0] out);
	always @(posedge clk or posedge reset) begin
		if (reset)	out = 0;
		else        out = in;
	end
endmodule
module Register32_Array( input WE3, clk, input[4:0] A1, A2, A3,
                         input[31:0] WD3,
                         output [31:0] RD1, RD2);
	reg [31:0] reg_array [31:0];
	assign RD1 = (A1==0) ? 0 : reg_array[A1[4:0]];
	assign RD2 = (A2==0) ? 0 : reg_array[A2[4:0]];
	always @(posedge clk) begin	
		if (WE3) begin
			reg_array[A3[4:0]] = WD3[31:0];
		end
	end
endmodule
module PCMutex( input[31:0] jr, jal, beq, plus4,
								input sJr, sJal, sBeq,
								output reg[31:0] pc);
always @ (*) begin
	if      (sJr == 1)	pc = jr;
	else if (sJal ==1)	pc = jal;
	else if (sBeq == 1)	pc = beq;
	else                pc = plus4;
end
endmodule
module ALU2 (
input[31:0] SrcA, SrcB, 
input[3:0]  ALUControl, 
output reg  Zero,
output reg[31:0] ALUResult
);
wire [33:0] w1, w2, w3, w4, w5, w6, w7, w8, w9, w10, w11;
complementAdd32B                myCircuit1(SrcA, SrcB, w1[31:0], w1[32], w1[33]);    
complementSub32B                myCircuit2(SrcA, SrcB, w2[31:0], w2[32], w2[33]);    
logicAND32B                     myCircuit3(SrcA, SrcB, w3[31:0]);                    
logicOR32B                      myCircuit4(SrcA, SrcB, w4[31:0]);                    
logicXOR32B                     myCircuit5(SrcA, SrcB, w5[31:0]);                    
slt32B                          myCircuit6(SrcA, SrcB, w6[31:0]);                    
FourTimesUnsignedAdd8B          myCircuit7(SrcA, SrcB, w7[31:0]);                    
FourTimesSaturatedUnsignedAdd8B myCircuit8(SrcA, SrcB, w8[31:0]);                    
srlv32B                         myCircuit9(SrcA, SrcB, w9[31:0]);                    
sllv32B                        myCircuit10(SrcA, SrcB, w10[31:0]);                   
srav32B                        myCircuit11(SrcA, SrcB, w11[31:0]);                   
always @ (*) begin
	case (ALUControl)
	  4'b0010 : begin ALUResult = w1[31:0]; Zero = (ALUResult == 0) ? 1 : 0; end  
	  4'b0110 : begin ALUResult = w2[31:0]; Zero = (ALUResult == 0) ? 1 : 0; end  
	  4'b0000 : begin ALUResult = w3[31:0]; Zero = (ALUResult == 0) ? 1 : 0; end  
	  4'b0001 : begin ALUResult = w4[31:0]; Zero = (ALUResult == 0) ? 1 : 0; end  
	  4'b0011 : begin ALUResult = w5[31:0]; Zero = (ALUResult == 0) ? 1 : 0; end  
	  4'b0111 : begin ALUResult = w6[31:0]; Zero = (ALUResult == 0) ? 1 : 0; end  
	  4'b1000 : begin ALUResult = w7[31:0]; Zero = (ALUResult == 0) ? 1 : 0; end  
	  4'b1001 : begin ALUResult = w8[31:0]; Zero = (ALUResult == 0) ? 1 : 0; end  
	  4'b0101 : begin ALUResult = w9[31:0]; Zero = (ALUResult == 0) ? 1 : 0; end  
	  4'b1010 : begin ALUResult = w10[31:0]; Zero = (ALUResult == 0) ? 1 : 0; end  
	  4'b1111 : begin ALUResult = w11[31:0]; Zero = (ALUResult == 0) ? 1 : 0; end  
	endcase
end
endmodule
module complementAdd32B(
	input [31:0] a,
	input [31:0] b,
    output [31:0] sum,
	output carry,
	output overflow);
	wire signA;
	wire signB;
	wire signSum;
	wire [32:0] widenSum;
	assign widenSum = a + b;
	assign sum = widenSum[31:0];
	assign signSum = sum[31];
	assign signA = a[31];
	assign signB = b[31];
	assign carry = widenSum[32];
	assign overflow = ((signA == signB) && (signA != signSum )) ? 1'd1 : 1'd0;
endmodule
module FourTimesUnsignedAdd8B(
	input [31:0] a,
	input [31:0] b,
    output [31:0] sum);
	wire [7:0] a1, a2, a3, a4;
	wire [7:0] b1, b2, b3, b4;
	assign a1 = a[7:0]; assign a2 = a[15:8]; assign a3 = a[23:16]; assign a4 = a[31:24];
	assign b1 = b[7:0]; assign b2 = b[15:8]; assign b3 = b[23:16]; assign b4 = b[31:24];
	assign sum = {a4+b4, a3+b3, a2+b2, a1+b1};
endmodule
module SaturatedUnsignedAdd8B(
	input [7:0] a,
	input [7:0] b,
	output [7:0] sum);
	wire [8:0] widenSum;
	wire [8:0] widenA;
	wire [8:0] widenB;
	assign widenA = {1'b0, a[7:0]};
	assign widenB = {1'b0, b[7:0]};
	assign widenSum = widenA + widenB;
	assign sum = (widenSum[8] == 1) ? 8'b11111111 : a + b;
endmodule
module FourTimesSaturatedUnsignedAdd8B(
	input [31:0] a,
	input [31:0] b,
	output [31:0] sum);
	SaturatedUnsignedAdd8B myCircuit1(a[7:0],   b[7:0],   sum[7:0]);
	SaturatedUnsignedAdd8B myCircuit2(a[15:8],  b[15:8],  sum[15:8]);
	SaturatedUnsignedAdd8B myCircuit3(a[23:16], b[23:16], sum[23:16]);
	SaturatedUnsignedAdd8B myCircuit4(a[31:24], b[31:24], sum[31:24]);
endmodule
module complementSub32B(
	input [31:0] a,
	input [31:0] b,
  output [31:0] sum,
	output carry,
	output overflow);
	wire[31:0] complementB;
	assign complementB = (~b) + 1;
	complementAdd32B add(a, complementB, sum, carry, overflow);
endmodule
module srlv32B(
	input [31:0] a,
	input [31:0] b,  
	output [31:0] result);
	assign result = b >> a;
endmodule
module sllv32B(
	input [31:0] a,
	input [31:0] b,
	output [31:0] result);
	assign result = b << a;
endmodule
module srav32B(
	input [31:0] a,
	input signed [31:0] b,  
	output [31:0] result);
	assign result = b >>> a;
endmodule
module logicAND32B(
	input [31:0] a,
	input [31:0] b,
	output [31:0] result);
	assign result = a & b;
endmodule
module logicOR32B(
	input [31:0] a,
	input [31:0] b,
	output [31:0] result);
	assign result = a | b;
endmodule
module logicXOR32B(
	input [31:0] a,
	input [31:0] b,
	output [31:0] result);
	assign result = a ^ b;
endmodule
module slt32B(
	input [31:0] a,
	input [31:0] b,
	output [31:0] result);
	assign result = (a < b) ? 1 : 0;
endmodule
module MainDecoder(
input[5:0] Opcode,
output reg RegWrite, RegDst, ALUSrc,
output reg[1:0] ALUOp,
output reg  Branch, MemWrite, MemToReg, Jal, Jr);
always @ (*) begin
	case (Opcode)
	  6'b000000 : {RegWrite, RegDst, ALUSrc, ALUOp, Branch, MemWrite, MemToReg, Jal, Jr} = {1'b1, 1'b1, 1'b0, 2'b10, 1'b0, 1'b0, 1'b0, 1'b0, 1'b0};
	  6'b100011 : {RegWrite, RegDst, ALUSrc, ALUOp, Branch, MemWrite, MemToReg, Jal, Jr} = {1'b1, 1'b0, 1'b1, 2'b00, 1'b0, 1'b0, 1'b1, 1'b0, 1'b0};
	  6'b101011 : {RegWrite, RegDst, ALUSrc, ALUOp, Branch, MemWrite, MemToReg, Jal, Jr} = {1'b0, 1'b0, 1'b1, 2'b00, 1'b0, 1'b1, 1'b0, 1'b0, 1'b0};
	  6'b000100 : {RegWrite, RegDst, ALUSrc, ALUOp, Branch, MemWrite, MemToReg, Jal, Jr} = {1'b0, 1'b0, 1'b0, 2'b01, 1'b1, 1'b0, 1'b0, 1'b0, 1'b0};
	  6'b001000 : {RegWrite, RegDst, ALUSrc, ALUOp, Branch, MemWrite, MemToReg, Jal, Jr} = {1'b1, 1'b0, 1'b1, 2'b00, 1'b0, 1'b0, 1'b0, 1'b0, 1'b0};
	  6'b000011 : {RegWrite, RegDst, ALUSrc, ALUOp, Branch, MemWrite, MemToReg, Jal, Jr} = {1'b1, 1'b0, 1'b0, 2'b00, 1'b0, 1'b0, 1'b0, 1'b1, 1'b0};
	  6'b000111 : {RegWrite, RegDst, ALUSrc, ALUOp, Branch, MemWrite, MemToReg, Jal, Jr} = {1'b0, 1'b0, 1'b0, 2'b00, 1'b0, 1'b0, 1'b0, 1'b0, 1'b1};
	  6'b011111 : {RegWrite, RegDst, ALUSrc, ALUOp, Branch, MemWrite, MemToReg, Jal, Jr} = {1'b1, 1'b1, 1'b0, 2'b11, 1'b0, 1'b0, 1'b0, 1'b0, 1'b0};
	endcase
end
endmodule
module ALUDecoder(
input[1:0] ALUOp,
input [4:0] Shamt,
input [5:0] Funct,
output reg [3:0] ALUControl
);
always @ (*) begin
	case (ALUOp)
	  2'b00 : ALUControl = 4'b0010;
	  2'b01 : ALUControl = 4'b0110;
	  2'b10 : begin
	  	if      ( Funct == 6'b100000 ) ALUControl = 4'b0010;
	  	else if ( Funct == 6'b100010 ) ALUControl = 4'b0110;
	  	else if ( Funct == 6'b100100 ) ALUControl = 4'b0000;
	  	else if ( Funct == 6'b100101 ) ALUControl = 4'b0001;
	  	else if ( Funct == 6'b101010 ) ALUControl = 4'b0111;
	  	else if ( Funct == 6'b000100 ) ALUControl = 4'b1010;   
	  	else if ( Funct == 6'b000110 ) ALUControl = 4'b0101;   
	  	else if ( Funct == 6'b000111 ) ALUControl = 4'b1111;   
	  end
	  2'b11 : begin
		if      (( Funct == 6'b010000 ) && ( Shamt == 5'b00000 )) ALUControl = 4'b1000;
	  else if (( Funct == 6'b010000 ) && ( Shamt == 5'b00100 )) ALUControl = 4'b1001;	  	
	  end
	endcase
end
endmodule
module ControlUnit(
input [5:0] Opcode,
input [5:0] Funct,
input [4:0] Shamt,
output[3:0] ALUControl,
output RegWrite, RegDst, ALUSrc, Branch, MemWrite, MemToReg, Jal, Jr
);
wire [1:0] WIREALUOp;
MainDecoder myDecoder1(Opcode, RegWrite, RegDst, ALUSrc, WIREALUOp, Branch, MemWrite, MemToReg, Jal, Jr);
ALUDecoder  myDecoder2(WIREALUOp, Shamt, Funct, ALUControl);
endmodule
</file>
==> results.json <==
{
  "status": "finished clean",
  "crit_type": "in -> out",
  "finalWirelength_mm": 298,
  "wire_per_inst_um": 39.7,
  "final.setup.tns_ps": 0,
  "root_buffer": "clkbuf_16",
  "h-tree-depth": 3,
  "drc_errors": 0,
  "rsz0062_at_grt": "false",
  "critPathMaxStageDelay_ps": 790,
  "max_freq_mhz": 105,
  "required_ps": 11120,
  "vias": 50614,
  "ys_types": 107,
  "ys_cells": 5063,
  "untimed_endpoints": 80,
  "io_buffers": 162,
  "fin_area_mm2": 0.0738,
  "place.gp.congestion": 1.08,
  "ir_drop_mv": 0.116,
  "slew_viol_final": 0,
  "post-route-min-period_ps": 9510,
  "n_fill_cell": 14258,
  "crit_path_start_kind": "input pin",
  "rows": 147,
  "syn_inst": 5063,
  "p_per_area_mw_per_mm2": 134,
  "synth-area-yosys_mm2": 0.0651,
  "drtIter0Drc": 4846,
  "tightestPinTransition_ps": 1260,
  "first_pass_iters": 7,
  "die_area_mm2": 0.164,
  "vias_per_cell": 6.76,
  "async_reset_ff_share_pct": 2.90,
  "fp_util_pct": 40.4,
  "fin_skew_ps": 65.7,
  "hold_violations": 0,
  "slew_headroom_pct": 16.1,
  "edf_count": 1024,
  "cp_common_cell": "nor2b_1",
  "clk_latency_ps": 780,
  "setup_viol": 0,
  "unclocked_pins": 47,
  "overflow": 0,
  "die_y_um": 405,
  "drive_gt1_share_pct": 19.8,
  "ios": 163,
  "grt_pass1_wl_mm": 408,
  "hold_class": "reg -> reg",
  "drv_cap": 0,
  "ys_warn_count": 6,
  "path_max_fanout": 58,
  "area_growth_pct": 13.3,
  "grt_max_degree": 65,
  "flop_cell": "edfxtp_1",
  "dieWidth_um": 405,
  "post_cts_buffers": 0,
  "synth-seq-cells": 1103,
  "tritoncts": "done",
  "cts_buffers": 110,
  "crit_chain": "buf_8 -> buf_4 -> nor2b_1 -> a22oi_1 -> nand3_1 -> nand4_1 -> nor2b_1 -> clkdlybuf4s50_1",
  "synth_area_mm2": 0.0651,
  "placedInstanceArea_mm2": 0.0699,
  "cellLeakagePower_nw": 25.1,
  "hold_buffers": 0,
  "path_clk_slew_ps": 50,
  "grt_pass1_vias": 51761,
  "syn_area_per_cell_um2": 12.9,
  "dp_hpwl_mm": 209,
  "ant_nets": 0,
  "track_usage_pct": 38.9,
  "warning_count": 90,
  "finalClockPeriodUsage_pct": 68.4,
  "clockBufferDepth": 3,
  "antenna_found_initial": 12,
  "core-area_mm2": 0.161,
  "worst_setup_path_end_kind": "primary output",
  "slowest_stage": "nor2b_1",
  "ctsResizeCount": 0,
  "critPathArrivalTime_ps": 6730
}
==> through the flow <==
| stage | hold WS, ps | setup WS [ps] | cells | util (%) | total power [mW] |
|---|---|---|---|---|---|
| floorplan | 466 | 6430 | 5063 | - | 5.45 |
| global placement | 647 | 4570 | 7277 | 43.4 | 6.74 |
| detailed placement | 655 | 4560 | 7277 | 43.4 | 6.72 |
| CTS | 660 | 4540 | 7480 | 45.8 | 9.83 |
| global route | 666 | 4360 | 7483 | 45.8 | 10.2 |
| finish | 662 | 4390 | 7487 | 45.8 | 9.91 |
==> report_power, final <==
part	internal, mW	leakage [nW]	switching, mW
registers	3.65	10.1	0.0987
clock network	1.81	1.87	1.31
logic	1.01	13.2	2.03
==> cells in the mapped netlist, drive strengths merged, types with 18 or more instances <==
library cell	n	share of area, %
a2111oi	18	0.26
a211oi	98	1.2
a21o	28	0.32
a21oi	255	2.0
a221oi	44	0.62
a22o	37	0.50
a22oi	134	1.6
a31oi	28	0.27
and2	41	0.39
and3	31	0.30
buf	208	2.2
clkbuf	165	0.95
dfrtp	32	1.2
dlxtn	47	1.1
edfxtp	1024	47
ha	126	2.4
inv	119	0.69
mux2i	321	4.9
mux4	440	15
nand2	307	1.8
nand2b	38	0.37
nand3	118	0.91
nand4	38	0.37
nor2	342	2.0
nor2b	46	0.44
nor3	101	0.78
nor4	49	0.49
o2111ai	22	0.30
o211ai	47	0.54
o21a	27	0.31
o21ai	216	1.7
o221ai	26	0.35
o22ai	61	0.59
o31ai	26	0.33
or3	30	0.29
xnor2	90	1.2
xor2	38	0.51
==> critical path, delay by kind of cell <==
kind,cells,cell delay (ps)
AOI/OAI and AO/OA,1,210
buffers and inverters,3,1470
and+or+nand+nor,4,2140
==> state kept, by name, summed over array words and instances, names as in the netlist <==
register and flops:
myAlu.ALUResult 32, myControlUnit.myDecoder1.Jal 1, myControlUnit.myDecoder1.MemWrite 1, myControlUnit.myDecoder1.MemToReg 1
myRegArray.reg_array 1024, myControlUnit.myDecoder1.RegDst 1, myControlUnit.myDecoder1.Jr 1, myControlUnit.myDecoder1.RegWrite 1
myControlUnit.myDecoder2.ALUControl 4, myControlUnit.myDecoder1.ALUOp 2, myControlUnit.myDecoder1.ALUSrc 1, myAlu.Zero 1
myPC.out 32, myControlUnit.myDecoder1.Branch 1
==> metal layers <==
metal	vias to the layer above	routed length [um]	GRT usage, %
met5	-	1220	6.30
met4	45	23000	22.1
met2	4233	126000	52.7
li1	20674	-	-
met1	24757	95000	45.2
met3	905	52700	27.8
==> layout make-up <==
cell class / count / area (um2) / area share (%)
well taps: 2160 / 2700 / 3.66
flip-flops and latches: 1103 / 32300 / 43.7
inverters: 122 / 460 / 0.624
diodes: 7 / 17.5 / 0.0238
repair buffers: 427 / 3610 / 4.90
clock inverters: 75 / 996 / 1.35
multi-input cells: 3465 / 30900 / 41.8
clock buffers: 128 / 2850 / 3.86
==> worst paths after layout <==
path                            startpoint  depth (start not counted)  slack, ps             end
setup / recovery           instruction[17]                          8       4390  data_to_mem[8]
hold / removal                 myPC.out[0]                          2        660     myPC.out[0]
setup reg to reg               myPC.out[2]                         19       8240    myPC.out[30]
hold reg to reg                myPC.out[0]                          2        660     myPC.out[0]
max in group asynchronous            reset                          3      11070     myPC.out[0]
min in group asynchronous            reset                          3       2440    myPC.out[10]
==> cell families after synthesis <==
family | synth area share (%)
AND-OR/OR-AND | 13.0
AND/OR/NAND/NOR | 8.92
flip-flops | 48.5
multiplexers | 20.4
buffers and inverters | 3.83
adder cells (fa/ha/maj) | 2.62
XOR/XNOR | 1.72
latches | 1.08
==> cells in the final DEF (no fill, tap or decap), drive strengths merged, types with 101 or more instances in the layout <==
cell and n:
nor2 342, a22oi 134, ha 126, edfxtp 1024
clkdlybuf4s50 152, clkbuf 128, o21ai 216, nand3 118
a21oi 255, nand2 307, buf 275, mux4 440
nor3 101, mux2i 321, inv 122
Power is estimated from default activity; no workload was simulated.
